<file path="design/flow/config.mk">
export PLATFORM = sky130hd
export DESIGN_NAME = shifter
export DESIGN_NICKNAME = shifter
export VERILOG_FILES = /design/flow/design.v
export SDC_FILE = /design/flow/constraint.sdc
export NUM_CORES = 4
export LEC_CHECK = 1
export CORE_UTILIZATION = 50
export SYNTH_HDL_FRONTEND = slang
</file>
<file path="design/flow/constraint.sdc">
current_design shifter

set clk_period 3.2
set clk_io_pct 0.2

create_clock -name clk0 -period $clk_period [get_ports {clk}]

set non_clock_inputs [all_inputs -no_clocks]
set_input_delay [expr $clk_period * $clk_io_pct] -clock clk0 $non_clock_inputs
set_output_delay [expr $clk_period * $clk_io_pct] -clock clk0 [all_outputs]
</file>
<file path="design/flow/design.v">
module debouncer(
	input 	clk,
	input		button,
	output	r_edge,
	output	f_edge
);
	reg[20:0] cnt_40ms;
	reg[2:0]  dff_debouncer;
	reg[1:0]	dff_edge;
	wire 			ena_dff2_debouncer;
	wire 			ena_cnt_40ms;
	wire 			sclr;
	wire 			rising_edge;
	wire 			falling_edge;
	initial
	begin
		cnt_40ms 			<= 0;
		dff_debouncer <= 3'b0;
		dff_edge		  <= 2'b0;
	end
	always @(posedge clk)
	begin: debouncer
		dff_debouncer[0] <= button;
		dff_debouncer[1] <= dff_debouncer[0];
		if(1'b1 == ena_dff2_debouncer)
			dff_debouncer[2] <= dff_debouncer[1];
	end
	always @(posedge clk)
	begin: debouncer_counter
		if(1'b1 == sclr)
			cnt_40ms <= 0;
		else if(1'b1 == ena_cnt_40ms)
			cnt_40ms <= cnt_40ms + 1;
	end
	always @(posedge clk)
	begin: edge_detector
		dff_edge[0] <= dff_debouncer[2];
		dff_edge[1] <= dff_edge[0];
	end
	assign sclr 		  		  	=  dff_debouncer[0] ^ dff_debouncer[1];  
	assign ena_dff2_debouncer =  cnt_40ms[20]; 												 
	assign ena_cnt_40ms 		  = ~cnt_40ms[20]; 												 
	assign rising_edge  		  = ~dff_edge[1] &  dff_edge[0]; 					 
	assign falling_edge 		  =  dff_edge[1] & ~dff_edge[0]; 					 
	assign r_edge = rising_edge;
	assign f_edge = falling_edge;
endmodule
module shift(
	input 			clk,
	input				f_edge,
	input				r_edge,
	output[24:0]	R,
	output[24:0]	G,
	output[24:0]	B,
	output[1:0]		led_out
);
	reg[75-1:0] cnt;
	wire rising_edge;
	wire falling_edge;
	initial
	begin
		cnt = 0;
		cnt = ~cnt;
		cnt =  cnt - 1;
	end
	always @(posedge clk)
	begin: counter
		if(1'b1 == falling_edge)
		begin
			cnt 	 <= cnt << 1;
			cnt[0] <= cnt[75-1];
		end
	end
	assign R = cnt[24:0];
	assign G = cnt[49:25];
	assign B = cnt[75-1:50];
	assign led_out[0] = ~rising_edge;
	assign led_out[1] = ~falling_edge;
	assign rising_edge  = r_edge;
	assign falling_edge = f_edge;
endmodule
module shifter(
	input 			clk,
	input				button,
	output[24:0]	R,
	output[24:0]	G,
	output[24:0]	B,
	output[1:0]		led_out
);
	wire r_edg;
	wire f_edg;
	debouncer debouncer_1(
		.clk(clk),
		.button(button),
		.r_edge(r_edg),
		.f_edge(f_edg)
	);
	shift shift_1(
		.clk(clk),
		.f_edge(f_edg),
		.r_edge(r_edg),
		.R(R),
		.G(G),
		.B(B),
		.led_out(led_out)
	);
endmodule
</file>
<file path="design/flow/run.sh">
#!/bin/bash
# OpenROAD 26Q1-2900-gdf79404cd8, Yosys 0.63+post, stock flow scripts
make -C /OpenROAD-flow-scripts/flow DESIGN_CONFIG=/design/flow/config.mk WORK_HOME=/design/flow/orfs finish
</file>
==> results.yml <==
# implementation run metrics
run:
  stage_log_warnings: 26
  max_cap_violations: 0
sta:
  timing.final.max_slew_violations: 0
  setup_repair_after_global_routing_missed_its_margin: "no"
  finalHoldViolCount: 0
  max_slew.worst_pin.slew_ns: 0.516
  timing.setup.tns_ns: 0
  setup-violations-final: 0
  holdWs_ns: 0.359
  post-route-min-period_ns: 1.94
  worst_clock_skew_ns: 0.00952
  relSlewSlack: 0.655
  finalCritPeriodShare: 0.606
  max_freq_mhz: 516
synthesis:
  top_area_frac: 0.677
  synth.lib_cells_used.distinct: 36
  netlist_instances: 195
  yosys-stat-area_sq_mm: 0.00337
  synth-cells-yosys: 195
  synth.ff_latch_count: 101
  synthesis.area_sq_mm: 0.00337
  ys_warn_count: 0
  top_area_cell: "sky130_fd_sc_hd__edfxtp_1"
  postSynthAreaPerCell_sq_um: 17.3
  yosysSeqAreaShare: 0.826
  yosys-top-cells-area: "sky130_fd_sc_hd__edfxtp_1 68%, sky130_fd_sc_hd__dfxtp_1 15%, sky130_fd_sc_hd__xnor2_1 2.1%"
setup_path:
  critPathKind: "flop to primary output"
  slowest_stage: "sky130_fd_sc_hd__clkdlybuf4s50_1"
  rrSetupSlack_ns: 1.31
  data_required_time_at_the_worst_endpoint_ns: 2.56
  critPathLaunchType: "flop"
  timing.critical_path.to_type: "primary output"
  arrival_time_worst_endpoint_ns: 1.30
  critPathMaxFanout: 3
  worstReg2RegStart: "debouncer_1.cnt_40ms[4]"
  critPathLaunch: "debouncer_1.dff_edge[0]"
  crit_chain: "nand2b_1 -> clkdlybuf4s50_1"
  slowest_delay_ns: 0.48
placement:
  hpwl_mm: 3.62
  placed_cells: 349
  io_buffer_count: 78
  global_placement_routability_congestion: 0.777
power:
  clock_power_share: 0.342
  sequentialPowerShare: 0.644
  cell_internal_pwr_mw: 1.76
  share_comb_of_total_power: 0.015
  net_switching_fraction_of_the_power: 0.191
  leakagePower_nw: 1.26
  net_switching_power_of_the_design_mw: 0.416
  pwr_density_cell_mw_per_mm2: 493
  power.ir.vdd_worst_v: 0.000319
drt:
  detail-route-antenna-nets: 0
  detail_route.drc_violations: 0
  drt_pass1_iterations: 21
  detailedRoute.firstIterationViolations: 87
  via_per_inst: 5.21
  antenna_cells_inserted: 0
  via_total_after_detailed_routing: 1895
  drt_wl_total_mm: 5.56
  detail_route.wl_per_cell_microns: 15.3
floorplanning:
  die_width_microns: 84.1
  floorplan.rows: 29
  chipArea_sq_mm: 0.00707
  boundaryPins: 79
  dieHeight_microns: 84.1
  core_area_sq_mm: 0.00642
  floorplan.initialDensity: 0.525
grt:
  grt_pass1_wl_mm: 8.86
  global_route.usage.total: 0.180
  global_route.overflow_total: 0
  grtUsageMet3: 0.0803
  grt_util_met2: 0.236
  via_count_of_the_first_global_routing_pass: 1792
  grt_antenna_before_repair: 0
  gr-max-usage-layer: "met1"
  grt_start_max_net_pins: 29
  global_routing_met1_resource_utilization: 0.336
clock_tree:
  clock_tree_from_tritoncts: "yes"
  clock-sinks: 101
  max-clock-path-buffers: 2
  clk_pin_slew_ns: 0.09
  postCtsSetupRepairBufs: 0
  cts.htree.levels: 3
  root_buffer: "sky130_fd_sc_hd__clkbuf_8"
  cts.hold.buffers_added: 0
  cts_made_buffers: 9
  worstSkewPairLatency_ns: 0.34
  post_cts_resize_count: 0
outcome:
  result_of_the_run: "finished, final reports clean"
final_layout:
  post_route_cells_drive_above_1_share: 0.0732
  area_growth_syn_to_layout_pct: 31.4
  final_cell_count_no_fill: 364
worst_hold_path:
  timing.hold.worst.start: "debouncer_1.dff_debouncer[2]"
  holdCritPathClass: "flop to flop"
==> worst max-delay path, delay by kind of cell (launching register included) <==
kind / cells / cell delay (ns)
flip-flops: 1 / 0.34
buffers and inverters: 1 / 0.48
AND/OR/NAND/NOR: 1 / 0.14
==> flip-flops by register name, indices dropped and copies added, names as in the netlist <==
name,count
debouncer_1.cnt_40ms,21
shift_1.cnt,75
debouncer_1.dff_debouncer,3
debouncer_1.dff_edge,2
==> path summary, 6_finish.rpt <==
| check | endpoint | cells past startpoint |
|---|---|---|
| min | debouncer_1.dff_edge[0] | 0 |
| max reg2reg | debouncer_1.cnt_40ms[17] | 4 |
| min reg2reg | debouncer_1.dff_edge[0] | 0 |
| max | led_out[1] | 2 |
==> power groups by stage <==
stage         Clock, mW  Combinational, mW  Sequential [mW]
CTS               0.776             0.0322             1.40
global route      0.827             0.0375             1.41
finish            0.745             0.0320             1.40
==> cell families after synthesis <==
group | synth area share
AOI/OAI and AO/OA | 0.0297
xor gates and xnor gates | 0.0338
adders and majority gates | 0.00371
buffers and inverters | 0.0115
DFF | 0.826
muxes | 0.00297
and+or+nand+nor | 0.0928
==> routing by layer <==
layer | routed length [microns] | share of wire
met1 | 2550 | 0.46
met3 | 580 | 0.10
met4 | 60 | 0.011
met5 | 0 | 0
met2 | 2370 | 0.43
==> final cells by class <==
type	instances	area (sq um)
multi-input combinational	86	549
timing repair buffer	81	803
clock buffer	11	131
clock inverter	4	50.0
inverter	4	15.0
fill	430	1990
tap	77	96.3
sequential	101	2780
==> per-stage QoR <==
stage	worst slack (ns)	instance area [sq um]	util	power (mW)
after detailed placement	1.32	4250	0.661	1.47
after global routing	1.18	4430	0.689	2.27
after global placement	1.36	4250	0.661	1.47
after floorplan	0.886	3370	-	1.46
final	1.26	4430	0.689	2.18
after CTS	1.22	4430	0.689	2.21
==> Yosys cell counts (all sizes together) <==
cell type	n
and3	1
nor2	12
and4b	1
ha	1
dfxtp	25
nor3	4
nand3b	1
nand4b	1
edfxtp	76
nand2b	3
buf	2
nand4	2
a21oi	7
and4	1
xnor2	8
and3b	1
o31ai	4
nand3	7
or3	3
inv	4
xor2	5
o21a	1
o41ai	1
nand2	9
nor4	3
clkbuf	2
o21ai	2
mux2i	1
nor2b	1
or4	5
o311ai	1
==> cells in the final DEF (no fill, tap or decap), drive strengths merged, types with 4 or more instances in the layout <==
cell and n:
a21oi 7, clkbuf 11, clkdlybuf4s50 78, dfxtp 25
edfxtp 76, inv 4, nand2 9, nand3 7
nor2 12, nor3 4, o31ai 4, or4 5
xnor2 8, xor2 5
Power and IR drop assume default switching activity.
